===== design/flow/config.mk =====
export PLATFORM = sky130hd
export DESIGN_NAME = CPU
export DESIGN_NICKNAME = CPU
export VERILOG_FILES = /design/flow/design.v
export SDC_FILE = /design/flow/constraint.sdc
export NUM_CORES = 4
export LEC_CHECK = 1
export CORE_UTILIZATION = 40

===== design/flow/constraint.sdc =====
current_design CPU

set clk_period 28.5
set clk_io_pct 0.2

create_clock -name clk0 -period $clk_period [get_ports {clk}]

set non_clock_inputs [all_inputs -no_clocks]
set_input_delay [expr $clk_period * $clk_io_pct] -clock clk0 $non_clock_inputs
set_output_delay [expr $clk_period * $clk_io_pct] -clock clk0 [all_outputs]

===== design/flow/design.v =====
`timescale 1ns / 1ps
module CPU(clk,rst,BUS,
		   Memread,Memwrite,Addr,INTin,INTnum
    );
input clk; 
input rst; 
inout [31:0] BUS; 
output reg Memread; 
output reg [1:0] Memwrite; 
output reg [31:0] Addr; 
input INTin;
input [31:0] INTnum;
reg INT;
reg [ 2: 0] stage; 
wire [13:0] signal; 
reg [31: 0] Regfile[31:0]; 
reg [31: 0] PC;  
reg [31: 0] cReg[31:0];
wire [31:0] STATUS;
assign STATUS = cReg[12];
wire [25:0] Label; 
wire [5:0] OP; 
wire [4:0] RS;
wire [4:0] RT;
wire [4:0] RD;
wire [4:0] shamt;
wire [5:0] func;
wire [31:0] imme0; 
wire [31:0] imme; 
reg [4:0] Dst;
reg [31:0] RA;
reg [31:0] RB;
reg [31:0] Alures;
reg [31:0] A;
reg [31:0] B;
wire [31:0] Memin; 
reg [31:0] Memout; 
reg [31:0] IR; 
wire [31:0] RshiftRes; 
wire [31:0] LshiftRes; 
Rshifter RRS(B,shamt,RshiftRes); 
Lshifter LLS(B,shamt,LshiftRes); 
assign BUS = Memwrite?Memout:32'bz; 
assign Memin = BUS; 
assign OP = IR[31:26];
assign RS = IR[25:21];
assign RT = IR[20:16];
assign RD = IR[15:11];
assign Label = IR[25:0];
assign shamt = IR[10:6];
assign func = IR[5:0];
assign imme0 = {0,IR[15:0]};
assign imme = {{16{imme0[15]}},imme0[15:0]};
Ctrl C(OP,signal);
integer i;
initial begin 
	for(i=0;i<32;i=i+1)
	begin 
		Regfile[i]=i;
		cReg[i] = 0;
	end
end
initial begin
	A = 0;
	B = 0;
	Memread = 0;
	Memwrite = 0;
	stage = 0;
	PC = 0;
	IR = 0;
end
always @(posedge clk or posedge rst) begin
	if (rst) begin
		A = 0;
		B = 0;
		Memread = 0;
		Memwrite = 0;
		stage = 0;
		PC = 0;
		IR = 0;
	end
	else begin
		case(stage)
			3'h0:begin
				Memwrite = 0;
				Addr = PC;
				PC = PC + 2;
				Memread = 1;
				if (INTin == 1 && STATUS[0] == 0) begin
					INT = 1'b1;
					cReg[13] = INTnum;
				end
				if (INT == 1'b1) begin
					cReg[14] = PC - 2;
					PC = 32'h40C;
					INT = 1'b0;
					cReg[12] = cReg[12] | 32'h1;
					stage = -1;
				end
			end
			3'h1:begin			
				IR = Memin;
			end
			3'h2:begin
				Memread = 0;
				RA = Regfile[RS];
				RB = Regfile[RT];
				case(signal[8:7])  
					2'b0: Dst = RT;
					2'b1: Dst = RD;
					2'b10: Dst = 5'h1F;
				endcase
			end
			3'h3:begin
				A = signal[11]? RA : PC; 
				case(signal[10:9]) 
					2'h0: B = RB;
					2'h1: B = 4;
					2'h2: B = imme;
					2'h3: B = {imme[30:0],1'b0}; 
				endcase
				if (signal[12]) begin 
					case(func)
						6'h20,6'h21: Alures = A + B;
						6'h22,6'h23: Alures = A - B;
						6'h24: Alures = A & B;
						6'h25: Alures = A | B;
						6'h26: Alures = A ^ B;
						6'h27: Alures = ~(A | B);
						6'h2B: Alures = ((A - B) & 32'h80000000 == 32'h80000000)? 1:0;
						6'h2A: Alures = (A < B)? 1:0;
						6'h00 : Alures = B<<shamt; 
						6'h02 : Alures = B>>shamt; 
						6'h10: Alures = A * B; 
						6'h8: begin  
							PC = {RA[31:0]};
						end
						6'hC: begin  
							cReg[13] = 8;
							INT = 1;
						end
					endcase
				end
				else begin
					Alures = A + B;
					case(OP)
						6'h03: Alures = PC;  
						6'h08: Alures = A + B; 
						6'h09: Alures = A + imme0; 
						6'h0C: Alures = A & imme0;
						6'h0D: Alures = A | imme0;
						6'h0E: Alures = A ^ imme0;
						6'h0F: Alures = {imme[15:0],16'b0}; 
						6'h0B: Alures = (A<imme0)?1:0; 
					endcase
				end
				if( OP == 16) begin
					case (RS)
						5'h0: Alures = cReg[RD];  
						5'h4: cReg[RD] = RB;  
						5'h10: begin  
							PC = cReg[14];
							cReg[12] = cReg[12] & 32'hFFFFFFFE;
						end
					endcase
				end
				if (signal[0]) begin
					PC = {PC[31:27],Label,1'b0};
				end
				if (signal[1]) begin
					case(OP)
						6'h4: begin 
							if (RA == RB) begin
								PC = Alures;
							end
						end
						6'h5: begin 
							if (RA != RB) begin
								PC = Alures;
							end
						end
					endcase
				end
			end
			3'h4:begin
				if (signal[4]) begin 
					Addr = Alures;
					Memwrite = 0;
					Memread = 1;					
				end
				if (signal[3]) begin 
					Addr = Alures;
					Memout = RB;
					Memread = 0;
					Memwrite = signal[13]?3:1; 
				end
			end
			3'h7:begin
				if (signal[5]) begin 
					if (signal[6]) begin 
						Regfile[Dst] = signal[13]?{0,Memin[15:0]}:Memin;
					end
					else begin
						Regfile[Dst] = Alures;
					end
					Regfile[0] = 0; 
				end
			end
		endcase
		stage = stage + 1;
	end
end
endmodule
module Rshifter(data,b,result);
	parameter Nminus1 = 31;  
	input [Nminus1:0] data;   
	input [4:0] b;  
	output [Nminus1:0] result;  
	assign result = data >> b; 
endmodule
module Lshifter(data,b,result);
	parameter Nminus1 = 31;  
	input [Nminus1:0] data;   
	input [4:0] b;  
	output [Nminus1:0] result;  
	assign result = data << b; 
endmodule
`timescale 1ns / 1ps
module Ctrl(input wire [5:0] OP,output reg [13:0] signal
    );
always @(*) begin
	case(OP)
		6'h0:  signal = 14'b01100010100000; 
		6'h2:  signal = 14'b00011000000001; 
		6'h3:  signal = 14'b00011100100101; 
		6'h4, 
		6'h5:  signal = 14'b00011000000010; 
		6'h8:  signal = 14'b00110000100000; 
		6'h23: signal = 14'b00110001110000; 
		6'h2B: signal = 14'b00110000001000; 
		6'h20: signal = 14'b10110001110000;  
		6'h28: signal = 14'b10110000001000;  
		default: signal = 14'b00110000100000; 
	endcase
end
endmodule

===== design/flow/run.sh =====
#!/bin/bash
# OpenROAD 26Q1-2900-gdf79404cd8, Yosys 0.63+post, stock flow scripts
make -C /OpenROAD-flow-scripts/flow DESIGN_CONFIG=/design/flow/config.mk WORK_HOME=/design/flow/orfs finish

==> qor.log <==
qor: clocking.post-cts-setup-buffers 0
qor: synth.synthArstFlopShare 3.108%
qor: synth.synth-warning-count 5
qor: clocking.cts.root.buffer_cell clkbuf_16
qor: synth.synthDistinctLibCells 90
qor: status.outcome stopped before the end
qor: synth.synth.top_cells.by_area edfxtp_1, fa_1, a22oi_1
qor: floorplanning.die_w 548.6 µm
qor: floorplanning.num_rows 200
qor: place.placement_setup_slack 16790 ps
qor: synth.synth.yosys.seq_area_share 56.30%
qor: synth.synth.yosys.num_cells 9749
qor: synth.edf_count 2182
qor: floorplanning.initCoreUtil 40.23%
qor: clocking.cts_resized 0
qor: clocking.clock_buffer_count_from_cts 227
qor: place.detailed_place_hpwl 416.8 mm
qor: place.placed_cell_area 128300 µm²
qor: synth.postSynthCellCount 9749
qor: place.place.port_buffers 69
qor: status.toolErrorMsg [error] [KeplerFormal.cpp:679] Workflow failed: Iso has multiple drivers: .BUS11, BUS[11]$_DFFE_PP_.Q0
qor: synth.synth_top_flop_cell edfxtp_1
qor: place.globalplace.congestion 1.118
qor: place.placedCellCount 13680
qor: synth.synth_area_per_cell 12.26 µm²
qor: synth.synth_dominant_cell_count edfxtp_1
qor: clocking.htree_levels 4
qor: status.lastStage clock tree synthesis
qor: floorplanning.design.portCount 102
qor: clocking.clock-sinks 2252
qor: floorplanning.die.size.y 548.6 µm
qor: clocking.cts-root-to-sink-buffers 4
qor: synth.post_synth_instance_area 119500 µm²
qor: synth.synth-seq-cells 2252
qor: synth.netlist.area_leader.share 54.83%
qor: synth.yosysTopAreaCell edfxtp_1
qor: synth.synth-area-yosys 119500 µm²
qor: synth.post_synth_most_frequent_cells edfxtp_1, nor2_1, a22oi_1, nand2_1, clkbuf_1
qor: clocking.ctsHoldBuffers 0
metrics by stage:
stage                     total power (µW)  util [%]
after floorplan                      30750         -
after global placement               41050     43.18
after detailed placement             40840     43.18
kinds of logic after synthesis:
logic type,Yosys count,share of synthesized area (%)
AND-OR/OR-AND,2659,16.21
XOR/XNOR,250,1.936
adder cells (fa/ha/maj),683,9.734
buffers and inverters,1218,3.909
flip-flops,2252,56.30
multiplexers,263,2.730
AND/OR/NAND/NOR,2424,9.178
Power is estimated from default activity; no workload was simulated.

===== /design/flow/config.mk =====
export PLATFORM = sky130hd
export DESIGN_NAME = IFS
export DESIGN_NICKNAME = IFS
export VERILOG_FILES = /design/flow/design.v
export SDC_FILE = /design/flow/constraint.sdc
export NUM_CORES = 4
export LEC_CHECK = 1
export CORE_UTILIZATION = 40

===== /design/flow/constraint.sdc =====
current_design IFS

set clk_period 4.8
set clk_io_pct 0.2

create_clock -name clk0 -period $clk_period [get_ports {clk}]

set non_clock_inputs [all_inputs -no_clocks]
set_input_delay [expr $clk_period * $clk_io_pct] -clock clk0 $non_clock_inputs
set_output_delay [expr $clk_period * $clk_io_pct] -clock clk0 [all_outputs]

===== /design/flow/design.v =====
`timescale 1ns / 1ps
module IFS(clk,PC,Mem,
			Memread,Addr,
			PCo,OP,RS,RT,RD,shamt,func,imme,
			rst
    );
input wire clk;
input wire [31:0] PC;
input wire [31:0] Mem;
output reg Memread;
output reg [31:0] Addr;
output reg [31:0] PCo;
output reg [5:0] OP;
output reg [4:0] RS;
output reg [4:0] RT;
output reg [4:0] RD;
output reg [4:0] shamt;
output reg [5:0] func;
output reg [15:0] imme;
input wire rst;
always @(posedge clk or posedge rst) begin
	if (rst) begin
	end
	else if(Memread == 0)begin
		Addr = PC;
		Memread = 1;
	end
	else begin
		PCo = PC + 4;
		OP = (Mem >> 26) & 6'h3F;
		RS = (Mem >> 21) & 5'h1F;
		RT = (Mem >> 16) & 5'h1F;
		RD = (Mem >> 11) & 5'h1F;
		shamt = (Mem >> 6) & 5'h1F;
		func = Mem & 6'h3F;
		imme = Mem & 16'hFFFF;
		Memread = 0;
	end
end
endmodule

===== /design/flow/run.sh =====
#!/bin/bash
# OpenROAD 26Q1-2900-gdf79404cd8, Yosys 0.63+post, stock flow scripts
make -C /OpenROAD-flow-scripts/flow DESIGN_CONFIG=/design/flow/config.mk WORK_HOME=/design/flow/orfs finish

==> results.txt <==
impl run done, here's what came out: status finished clean, die width 97.3 um, crit end category flip-flop, Sw Pwr 334 uW, Final Hold Fails 0, Mapped Cells 198, worst reg2reg path startpoint Memread, dpl cells 469, Cell area leaders edfxtp_1 (80%), xnor2_1 (5.5%), buf_4 (3.3%), nand3_1 (1.5%), nand4_1 (1.4%), crit path DAT 2.72 ns, initial antenna violation count 0, Yosys Warn Count 1, post-synthesis sequential area ratio 80.1%, Synth flops 97, Syn-to-layout area delta 55.3%, Min-Delay Path Depth 1, Num Clock Sinks 97, IO Port Bufs 178, CP max FO 8, RSZ-0062 raised after global routing false, Die Y-Extent 97.3 um, row count 34, root buffer cell clkbuf_8, Global Route Usage Sum 18.9%, Synth top area share 80.1%, Data required, critical path 4.90 ns, Crit path max-delay family simple AND/OR/NAND/NOR gates, Clk pwr share 30.4%, I/O pins 179, initial drt markers 62, Remaining DRCs 0, Fill cells 648, n_diodes 0, proportion of layout cells with a drive suffix above 1 6.37%, CP max-delay cell clkdlybuf4s50_1, setup bufs post-CTS 0, Crit Path Category input port to flip-flop, Final setup viols 0, min Tclk post-route 2.63 ns, Vias/cell 4.64, CP startpoint kind input port, Top Layout Cells clkdlybuf4s50_1 (178), edfxtp_1 (97), xnor2_1 (23), nand3_1 (11), clkbuf_8 (9), Core Region 8760 um2, PostCTS Resize Cnt 0, HPWL after DPL 6.44 mm, pin count of the biggest net entering global routing 56, area of the mapped netlist 3640 um2, TritonCTS clock tree yes, part of the power in registers 59.2%, yosys cell count 198, number of global-route vias before repair 2177, Hold Crit Start Memread, Final Slew Violations 0, Period Utilization, post-route 54.7%, hold_buf cts 0, worst path cell trace clkdlybuf4s50_1 > ha_1 > nand2_1 > nor4_4 > nand4_1 > xnor2_1, Tot Pwr 1.66 mW, Pwr per Cell Area 295 nW/um2, Slew @ Worst Pin 0.691 ns, Hold/Removal Path Class flip-flop to flip-flop, worst ir drop on vdd 0.135 mV, clock latency (worst-skew pair) 0.35 ns, aggregate negative setup slack 0 ns, Logic pwr share 10.5%, fmax 381 MHz, Max Root-Sink Buffers 2, yosys stat area 3640 um2, RD Place Congestion 0.799, Init Core Util 41.5%, Max Cap Viol 0, final WL 8.38 mm, Vias 2252, CTS buffer count 9, Worst Reg-to-Reg Cells 3, hold slack 0.699 ns, post-place instance area 5460 um2, WL per Instance 17.3 um, post-route cell area 5650 um2, chip area 9480 um2, hold-critical path endpoint Memread, overflow left after global routing 0, R2R Setup Slk 2.97 ns, CP Buf/Inv Count 1, CTS H-tree depth 3, drt first pass iters 4, max incr delay on CP 0.58 ns, Final Non-Filler Cells 485, Sw Share 20.1%, most used logic cell in the final layout clkdlybuf4s50_1, worst relative slew slack 54.0%, worst clock skew 0.00739 ns, Yosys top cell by area edfxtp_1, antenna-violating nets left 0, internal power 1.33 mW, clk slew on worst S/H paths 0.09 ns, worst r2r dst imme[5], Leak Pwr 1.93 nW, Log Warnings 26, synthesized area per cell 18.4 um2, first-pass GRT wire length 12.7 mm, count of cell types in the netlist 20
==> final cells by class <==
type                       instances  area [um2]  area share (%)
multi-input combinational         80         599            10.6
timing repair buffer             180        1800            31.8
clock inverter                     6        58.8            1.04
clock buffer                      10         128            2.26
sequential                        97        2910            51.6
inverter                           4        15.0           0.266
tap                              108         135            2.39
==> state kept, by name, indices dropped and copies added (netlist names) <==
| register | cells |
|---|---|
| Addr | 32 |
| PCo | 32 |
| imme | 11 |
| OP | 6 |
| RD | 5 |
| RS | 5 |
| RT | 5 |
| Memread | 1 |
==> logic make-up (layout without fill, tap and decap cells) <==
family | count (synthesis) | in the layout | synth area share [%]
buf+inv | 21 | 200 | 3.82
flops | 97 | 97 | 80.1
xor+xnor | 28 | 28 | 6.74
simple gates | 51 | 51 | 8.98
fa+ha+maj | 1 | 1 | 0.344
==> per-layer routing <==
metal	global-route usage, %	routed length, um	vias up
met5	0	0	-
met4	2.38	93	0
met3	6.08	726	7
met2	26.6	3730	108
met1	33.6	3830	1061
li1	-	-	1076
==> power by group through the flow <==
stage                 combinational (mW)  clock (mW)  sequential [mW]
final                              0.174       0.505            0.985
after CTS                          0.178       0.523            0.985
after global routing               0.188       0.555            0.988
==> cell usage after synthesis <==
master / instances
nor2_2: 1
nand3_4: 1
xnor2_1: 23
nand3_1: 11
xor2_1: 5
and3_2: 1
nor4_4: 2
clkbuf_1: 1
nand3_2: 1
and2_1: 4
ha_1: 1
nor2_1: 6
or4_4: 1
nand4_1: 8
and4_1: 2
nand2_1: 8
buf_4: 16
and3_1: 5
edfxtp_1: 97
inv_1: 4
==> metrics by stage <==
stage / utilization, % / setup slack [ns]
CTS: 64.4 / 2.16
finish: 64.4 / 2.17
detailed placement: 62.3 / 1.78
global placement: 62.3 / 1.84
global route: 64.4 / 2.04
floorplan: - / 0.670
==> worst register-to-register path, stage by stage, from the launching register on <==
cell and delay (ns):
edfxtp_1 0.42, inv_1 0.10, nor2_4 0.29, buf_4 0.64
==> how the worst max path moves through the flow <==
| stage | end | cells after the start | start |
|---|---|---|---|
| after global routing | PCo[30] | 6 | PC[2] |
| final | PCo[24] | 6 | PC[2] |
| after CTS | PCo[30] | 6 | PC[2] |
No activity file was given, so power comes from the tool's default toggle rates.
